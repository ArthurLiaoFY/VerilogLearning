==> design.v <==
module alu2(a, b, sel, out);
  input[1:0] sel;
  input[3:0] a, b;
  output[7:0] out;
  reg[7:0] out;
  function[7:0] mult2;
    input[3:0] c,d;
    integer i;
    begin
      mult2 = 0;
      for (i =0; i<4; i = i+1)
        begin
          if(d[i] == 1)
            mult2 = mult2 + (c<<i);
        end
    end
  endfunction
  always @(a or b or sel)
    begin
      case(sel)
        2'b00:
          out=a+b;
        2'b01:
          out=a-b;
        2'b10:
          out=mult2(a,b);
        2'b11:
          out=a&b;
        default:
          out=4'bx;
      endcase
    end
endmodule
==> run.sh <==
#!/bin/bash
# OpenROAD 26Q1-2900-gdf79404cd8, Yosys 0.63+post, stock flow scripts
make -C /OpenROAD-flow-scripts/flow DESIGN_CONFIG=/design/flow/config.mk WORK_HOME=/design/flow/orfs finish
==> config.mk <==
export PLATFORM = sky130hd
export DESIGN_NAME = alu2
export DESIGN_NICKNAME = alu2
export VERILOG_FILES = /design/flow/design.v
export SDC_FILE = /design/flow/constraint.sdc
export NUM_CORES = 4
export LEC_CHECK = 1
export CORE_AREA = 10 10 74 74
export DIE_AREA = 0 0 84 84
==> constraint.sdc <==
current_design alu2

set clk_period 8.1
set clk_io_pct 0.2

create_clock -name clk0 -period $clk_period

set non_clock_inputs [all_inputs -no_clocks]
set_input_delay [expr $clk_period * $clk_io_pct] -clock clk0 $non_clock_inputs
set_output_delay [expr $clk_period * $clk_io_pct] -clock clk0 [all_outputs]
==> GITHUB_STEP_SUMMARY <==
### Flow metrics

| Metric | Value |
|---|---|
| Status | `complete, no violations` |
| Worst min-delay path class | `in -> out` |
| Slew headroom | `0.741` |
| Overall Global Routing Usage | `0.0709` |
| PwrDens | `71.8 nW/µm²` |
| Crit start category | `input port` |
| Vias | `913` |
| Synth unique cells | `40` |
| Met3 usage | `0.00689` |
| Diode count | `0` |
| Area delta synth->final | `28.9%` |
| CORE AREA | `3970 µm²` |
| Die area | `7060 µm²` |
| Die Y | `84 µm` |
| DR iter-0 viols | `40` |
| VDD IR max | `23.1 µV` |
| Min-delay src | `b[0]` |
| FP Rows | `23` |
| Register Area | `0 µm²` |
| Cells after synthesis | `118` |
| RSZ-0062 raised after global routing | `no` |
| Global route overflow | `0` |
| Max cap viols | `0` |
| Dpl ws | `0.159 ns` |
| Drt total wl | `2370 µm` |
| Fmax | `128 MHz` |
| Most Crowded Layer GR | `met2` |
| Fin Setup TNS | `0 ns` |
| Commonest Layout Cell | `ha_1` |
| Core Util at FP | `0.244` |
| First-pass GRT wire length | `4380 µm` |
| Area share, top type | `0.232` |
| Most frequent cells in the layout | `ha_1, clkdlybuf4s50_1, inv_1, nor2_1` |
| Number of cells in Yosys stat | `118` |
| Hold Path Depth | `4` |
| Post-route DRC violation count | `0` |
| Clkbuf count | `0` |
| I/O Pins | `18` |
| Syn avg cell area | `8.23 µm²` |
| Initial antenna violation count | `0` |
| Final Hold Viols | `0` |
| Met1 Use GR | `0.102` |
| Final setup violation count | `0` |
| Tool Warnings | `36` |
| WS Path Type | `in -> out` |
| Pre-Repair DR Iteration Count | `4` |
| Critical path peak fanout | `4` |
| Crit path arrival time | `6.16 ns` |
| Worst hold endpoint | `out[0]` |
| I/O Buffers | `18` |
| YS chip area | `971 µm²` |
| Fill count | `426` |
| Pleak | `0.588 nW` |
| Hold buffers post-CTS | `0` |
| Period utilization | `0.961` |
| Flop count | `0` |
| Final Worst Setup Slack | `0.315 ns` |
| Finished Layout Cells | `189` |
| Most area-hungry cell type in the Yosys netlist | `ha_1` |
| Tightest Pin Transition | `0.379 ns` |
| Post-synthesis cell area | `971 µm²` |
| DP HPWL | `2060 µm` |
| Share of layout cells above drive strength 1 | `0.129` |
| Seq/Total Area, Yosys | `0` |
| Post-synth area hogs | `ha_1, fa_1, a21o_1, mux4_2, xnor2_1` |
| Ys Warns | `1` |
| ANT nets after route | `0` |
| Routed vias/inst | `4.83` |
| Crit path DRT | `6.48 ns` |
| Crit path from | `a[1]` |
| RePlAce Congestion | `0.797` |
| CP Capture Type | `output port` |
| DR WL/cell | `12.6 µm` |
| Global-route met2 utilization | `0.116` |
| Number of global-route vias before repair | `962` |
| Largest net degree at the start of global routing | `10` |
| Die Wd | `84 µm` |
| Final slew viol count | `0` |
| Layout Utilization | `0.315` |
| Minimum clock period | `7.78 ns` |
| Inst Count DP | `188` |
-- timing repair --
| action | in CTS | in global routing |
|---|---|---|
| setup endpoints to repair | 0 | 1 |
| setup buffers | 0 | 1 |
| gates resized | 0 | 2 |
-- Yosys cell counts (all sizes together), types with 2 or more instances --
| cell | n |
|---|---|
| nand2 | 6 |
| inv | 13 |
| a21oi | 6 |
| and2 | 3 |
| nor2 | 8 |
| fa | 5 |
| nand2b | 2 |
| mux2 | 4 |
| xnor2 | 4 |
| nand3 | 6 |
| mux2i | 5 |
| a2111oi | 3 |
| buf | 3 |
| a211oi | 3 |
| mux4 | 2 |
| o21ai | 3 |
| xor2 | 3 |
| ha | 18 |
| a21o | 6 |
-- how the worst max path moves through the flow --
stage	endpoint	slack [ns]	depth (start not counted)
CTS	out[6]	0.13	19
global route	out[6]	0.007	19
finish	out[6]	0.32	19
-- critical path, stage by stage --
cell	delay, ns
clkdlybuf4s50_1	0.41
and2_1	0.17
ha_1	0.23
fa_1	0.41
xor2_1	0.18
mux2i_2	0.18
inv_1	0.07
ha_1	0.30
a211oi_2	0.26
a2111oi_0	0.10
a211oi_1	0.32
xnor2_1	0.19
a21oi_1	0.10
ha_1	0.35
a2111oi_0	0.11
a41o_1	0.22
o31a_1	0.28
o21ba_1	0.21
clkdlybuf4s50_1	0.46
-- final cells by class --
cell class                      instances  area (µm²)  share of cell area
Multi-Input combinational cell        102         910               0.727
Timing Repair Buffer                   24         228               0.182
Tap cell                               50        62.6              0.0500
Inverter                               13        51.3              0.0410
-- per-layer routing --
metal / share of wire / vias to the layer above
met5: 0 / -
met3: 0.053 / 2
li1: - / 478
met4: 0.0059 / 0
met1: 0.50 / 411
met2: 0.44 / 22
-- cell families after synthesis --
kind of cell               Yosys count  share of synthesized area
AOI/OAI and AO/OA                   31                      0.231
muxes                               11                      0.152
adders and majority gates           23                      0.335
buffers and inverters               16                     0.0683
and+or+nand+nor                     30                      0.151
xor gates and xnor gates             7                     0.0631
-- power by group --
group | internal [W] | switching, W | total, W
clock | 0 | 0 | 0
combinational | 0.0000494 | 0.0000404 | 0.0000898
sequential | 0 | 0 | 0
total | 0.0000494 | 0.0000404 | 0.0000898
-- through the flow --
stage,instance area [µm²],hold slack (ns),total power (W)
finish,1250,4.02,0.0000898
detailed placement,1240,4.43,0.0000889
global placement,1240,4.42,0.0000884
CTS,1240,4.43,0.0000893
global route,1250,4.11,0.000103
floorplan,971,3.37,0.0000558
Power and IR drop assume default switching activity.
