--- run.sh ---
#!/bin/bash
# OpenROAD 26Q1-2900-gdf79404cd8, Yosys 0.63+post, stock flow scripts
make -C /OpenROAD-flow-scripts/flow DESIGN_CONFIG=/design/flow/config.mk WORK_HOME=/design/flow/orfs finish
--- config.mk ---
export PLATFORM = sky130hd
export DESIGN_NAME = multiplier4_for
export DESIGN_NICKNAME = multiplier4_for
export VERILOG_FILES = /design/flow/design.v
export SDC_FILE = /design/flow/constraint.sdc
export NUM_CORES = 4
export LEC_CHECK = 1
export CORE_AREA = 10 10 70 70
export DIE_AREA = 0 0 80 80
--- constraint.sdc ---
current_design multiplier4_for

set clk_period 4.8
set clk_io_pct 0.2

create_clock -name clk0 -period $clk_period

set non_clock_inputs [all_inputs -no_clocks]
set_input_delay [expr $clk_period * $clk_io_pct] -clock clk0 $non_clock_inputs
set_output_delay [expr $clk_period * $clk_io_pct] -clock clk0 [all_outputs]
--- design.v ---
module multiplier4_for(a, b, out);
  input[4-1: 0] a, b;
  output[4*4-1: 0] out;
  reg[4*4-1: 0] out;
  integer i;
  always @(a or b)
    begin
      out = 0;
      for (i = 0; i <= 4-1; i = i + 1)
        begin
          if(b[i] == 1)
            out = out + (a<<i);
        end
    end
endmodule
==> impl_results.html <==
<p>Metrics extracted from the flow reports.</p>
<table>
<tr><th>Metric</th><th>Value</th></tr>
<tr><th colspan="2">Drt</th></tr>
<tr><td>Antenna-violating nets left</td><td>0</td></tr>
<tr><td>Starting DRC count in detailed routing</td><td>24</td></tr>
<tr><td>Overall via count from detail_route</td><td>762</td></tr>
<tr><td>Iteration tally of the first detailed-router pass</td><td>4</td></tr>
<tr><td>Vias per std cell</td><td>4.05</td></tr>
<tr><td>Count of unresolved DRC violations after routing</td><td>0</td></tr>
<tr><td>Diodes inserted</td><td>0</td></tr>
<tr><td>WL/cell</td><td>12.3 um</td></tr>
<tr><td>Routed WL</td><td>2320 um</td></tr>
<tr><th colspan="2">Worst setup path</th></tr>
<tr><td>Required time worst endpoint</td><td>3840 ps</td></tr>
<tr><td>CP most frequent cell</td><td>inv_2</td></tr>
<tr><td>Startpoint of the most critical setup path</td><td>b[0]</td></tr>
<tr><td>Slowest cell on crit path</td><td>fa_1</td></tr>
<tr><td>Arrival time at the worst endpoint</td><td>4120 ps</td></tr>
<tr><td>Crit Path Max Fanout</td><td>2</td></tr>
<tr><td>Crit Path Category</td><td>primary input to primary output</td></tr>
<tr><td>Kind of end point of the critical path</td><td>primary output</td></tr>
<tr><td>Launching element type of the critical path</td><td>primary input</td></tr>
<tr><td>Maximum single-stage delay on the critical path</td><td>550 ps</td></tr>
<tr><td>Crit path to</td><td>out[4]</td></tr>
<tr><td>Cell Chain, Critical Path</td><td>buf_6 -&gt; and2_4 -&gt; ha_4 -&gt; inv_2 -&gt; fa_2 -&gt; mux2i_2 -&gt; ha_2 -&gt; inv_2 -&gt; fa_1 -&gt; nand2_2 -&gt; o21a_1 -&gt; ha_4 -&gt; fa_2 -&gt; inv_2 -&gt; a221oi_2 -&gt; buf_2</td></tr>
<tr><th colspan="2">Floorplanning</th></tr>
<tr><td>Floorplan Core Area</td><td>3420 um2</td></tr>
<tr><td>Vertical extent of the die</td><td>80 um</td></tr>
<tr><td>Die width</td><td>80 um</td></tr>
<tr><td>Core utilization at floorplan</td><td>18.8%</td></tr>
<tr><td>Area of the chip</td><td>6400 um2</td></tr>
<tr><td>Number of top-level pins</td><td>24</td></tr>
<tr><td>Cell Rows</td><td>21</td></tr>
<tr><th colspan="2">Cells and area</th></tr>
<tr><td>Top cell excl fill/tap</td><td>buf_4</td></tr>
<tr><td>Clock Buffer Count</td><td>0</td></tr>
<tr><td>Total number of sequential cells</td><td>0</td></tr>
<tr><td>Final Non-Filler Cells</td><td>188</td></tr>
<tr><td>Top logic cells by instance count in the layout</td><td>buf_4, conb_1, clkdlybuf4s50_1, ha_1, buf_6</td></tr>
<tr><td>Fraction of final layout cells sized beyond drive strength 1</td><td>59.9%</td></tr>
<tr><td>Area growth syn-to-layout</td><td>99.8%</td></tr>
<tr><td>FF/Latch Area</td><td>0 um2</td></tr>
<tr><th colspan="2">Timing</th></tr>
<tr><td>Final worst slack</td><td>-278 ps</td></tr>
<tr><td>Highest clock frequency the design can meet</td><td>0.197 GHz</td></tr>
<tr><td>Fin crit period</td><td>5080 ps</td></tr>
<tr><td>Hold Fails Final Rpt</td><td>0</td></tr>
<tr><td>Period utilisation layout</td><td>106%</td></tr>
<tr><td>Setup repair after global routing missed its margin</td><td>yes</td></tr>
<tr><td>Final Setup Violations</td><td>5</td></tr>
<tr><td>Number of pins with negative max-slew slack in the final report</td><td>0</td></tr>
<tr><th colspan="2">Outcome</th></tr>
<tr><td>Result of the run</td><td>complete, but fails checks</td></tr>
<tr><td>Violated checks</td><td>setup timing</td></tr>
<tr><th colspan="2">Logic synthesis</th></tr>
<tr><td>Post-Syn Instances</td><td>82</td></tr>
<tr><td>Fraction of the yosys area taken by sequential cells</td><td>0%</td></tr>
<tr><td>Synthesized cell area</td><td>642 um2</td></tr>
<tr><td>Yosys-reported design area after synthesis</td><td>642 um2</td></tr>
<tr><td>Average cell area after synthesis</td><td>7.83 um2</td></tr>
<tr><td>Number of synthesis warnings</td><td>1</td></tr>
<tr><td>Ys cells</td><td>82</td></tr>
<tr><td>Number of library cell types mapped by synthesis</td><td>27</td></tr>
<tr><th colspan="2">Job</th></tr>
<tr><td>Tool warnings</td><td>35</td></tr>
<tr><td>Number of max-cap violations</td><td>0</td></tr>
<tr><th colspan="2">Global route</th></tr>
<tr><td>Pin count of the biggest net entering global routing</td><td>9</td></tr>
<tr><td>Number of antenna violations at the first check in global routing</td><td>0</td></tr>
<tr><td>Via count of the first global-routing pass</td><td>803</td></tr>
<tr><td>Global route overflow</td><td>0</td></tr>
<tr><td>First-pass GRT wire length</td><td>3630 um</td></tr>
<tr><td>GRT Total Usage</td><td>6.75%</td></tr>
<tr><th colspan="2">Pwr</th></tr>
<tr><td>Relative contribution of the clock network to total power</td><td>0%</td></tr>
<tr><td>Net switching power of the design</td><td>79.8 uW</td></tr>
<tr><td>Switching share of power</td><td>38.8%</td></tr>
<tr><td>Static leakage</td><td>0.000634 uW</td></tr>
<tr><td>Flop pwr share</td><td>0%</td></tr>
<tr><td>Total chip power</td><td>205 uW</td></tr>
<tr><td>Relative contribution of combinational cells to total power</td><td>100.0%</td></tr>
<tr><td>Power density of the placed cells</td><td>160 nW/um2</td></tr>
<tr><td>Largest vdd supply drop</td><td>0.0574 mV</td></tr>
<tr><td>Total internal power</td><td>126 uW</td></tr>
<tr><th colspan="2">Placed design</th></tr>
<tr><td>Number of I/O port buffers</td><td>16</td></tr>
<tr><td>Half-perimeter wire length after detailed placement</td><td>1440 um</td></tr>
<tr><td>Count of placed standard cells including taps</td><td>159</td></tr>
<tr><td>Final weighted congestion in routability-driven placement</td><td>0.832</td></tr>
<tr><th colspan="2">Hold path</th></tr>
<tr><td>Hold WC Path Type</td><td>primary input to primary output</td></tr>
</table>
==> Yosys cell counts (2+ instances only) <==
library cell	count	area (um2)
ha_1	11	138
buf_4	8	60.1
a21oi_1	7	35.0
inv_1	7	26.3
nand2_1	7	26.3
mux2i_1	4	40.0
a21o_1	3	22.5
fa_1	3	60.1
mux2_2	3	33.8
nand2b_1	3	18.8
o21a_1	3	22.5
xor2_1	3	26.3
and2_1	2	12.5
clkbuf_1	2	7.51
nor2b_1	2	12.5
o21ai_0	2	10.0
xnor2_1	2	17.5
==> final cells by class <==
cell class	instances	area [um2]
Multi-Input combinational cell	71	696
Timing Repair Buffer	63	499
Inverter	8	30.0
Tap cell	46	57.6
Fill cell	338	2130
==> worst max-delay path, delay by kind of cell <==
family | cells | cell delay (ps)
adder cells (fa/ha/maj) | 6 | 2060
buffers and inverters | 5 | 350
AND-OR/OR-AND | 2 | 350
AND/OR/NAND/NOR | 2 | 200
multiplexers | 1 | 180
==> power groups by stage <==
stage         Clock, uW  Combinational (uW)  Sequential (uW)
finish                0                 205                0
global route          0                 226                0
CTS                   0                 175                0
==> layer usage <==
layer  GRT usage (%)  up-vias  routed length [um]
met3           0.909        2                  78
met5               0        -                   0
li1                -      384                   -
met4           0.528        0                  17
met1            9.08      359                1090
met2            11.6       17                1130
==> worst min-delay path by stage <==
| stage | slack (ps) | end | from | depth (start not counted) |
|---|---|---|---|---|
| final | 2560 | out[3] | a[0] | 6 |
| after CTS | 2660 | out[3] | a[0] | 6 |
| after global routing | 2630 | out[3] | a[0] | 6 |
==> what timing repair did <==
item / in CTS / in global routing
hold endpoints to repair: 0 / 0
setup endpoints to repair: 5 / 5
buffers inserted: 25 / 6
gates resized: 48 / 16
hold buffers: 0 / 0
pin swaps: 21 / 19
==> through the flow <==
| step | utilization, % | cell area [um2] | setup WS, ps | setup TNS [ps] | hold slack, ps |
|---|---|---|---|---|---|
| global placement | 27.9 | 953 | -1140 | -4850 | 3030 |
| global route | 37.5 | 1280 | -446 | -2070 | 2630 |
| detailed placement | 27.9 | 953 | -1170 | -4970 | 3030 |
| CTS | 35.3 | 1200 | -358 | -1260 | 2660 |
| floorplan | - | 668 | 45.9 | 0 | 1990 |
| finish | 37.5 | 1280 | -278 | -1160 | 2560 |
==> kinds of logic (layout without fill, tap and decap cells) <==
family | Yosys count | in the layout | share of synthesized area, %
buffers and inverters | 18 | 71 | 15.2
AND/OR/NAND/NOR | 16 | 16 | 12.3
multiplexers | 7 | 7 | 11.5
adder cells (fa/ha/maj) | 14 | 14 | 30.8
other | 1 | 8 | 0.584
XOR/XNOR | 6 | 6 | 9.36
AND-OR/OR-AND | 20 | 20 | 20.3
Power is estimated from default activity; no workload was simulated.
