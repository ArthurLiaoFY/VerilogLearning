$ cat config.mk
export PLATFORM = sky130hd
export DESIGN_NAME = alu1
export DESIGN_NICKNAME = alu1
export VERILOG_FILES = /design/flow/design.v
export SDC_FILE = /design/flow/constraint.sdc
export NUM_CORES = 4
export LEC_CHECK = 1
export CORE_AREA = 10 10 74 74
export DIE_AREA = 0 0 84 84
$ cat constraint.sdc
current_design alu1

set clk_period 4.9
set clk_io_pct 0.2

create_clock -name clk0 -period $clk_period

set non_clock_inputs [all_inputs -no_clocks]
set_input_delay [expr $clk_period * $clk_io_pct] -clock clk0 $non_clock_inputs
set_output_delay [expr $clk_period * $clk_io_pct] -clock clk0 [all_outputs]
$ cat design.v
module alu1(a, b, sel, out);
  input[1:0] sel;
  input[3:0] a, b;
  output[7:0] out;
  reg[7:0] out;
  task mult1;
    input[3:0] c,d;
    output[7:0] f;
    integer i;
    begin
      f = 0;
      for (i =0; i<4; i = i+1)
        begin
          if(d[i] == 1)
            f = f + (c<<i);
        end
    end
  endtask
  always @(a or b or sel)
    begin
      case(sel)
        2'b00:
          out=a+b;
        2'b01:
          out=a-b;
        2'b10:
          mult1(a,b, out);
        2'b11:
          out=a&b;
        default:
          out=4'bx;
      endcase
    end
endmodule
$ cat run.sh
#!/bin/bash
# OpenROAD 26Q1-2900-gdf79404cd8, Yosys 0.63+post, stock flow scripts
make -C /OpenROAD-flow-scripts/flow DESIGN_CONFIG=/design/flow/config.mk WORK_HOME=/design/flow/orfs finish
==> impl_metrics.env <==
# yosys + openroad results
export IMPL_outcome="finished with violations"
export IMPL_violations="setup timing"
export IMPL_wirelength_um=2820
export IMPL_hp_start="a[1]"
export IMPL_setup_tns_ps=-1770
export IMPL_ir_worst_vdd_mv=0.0466
export IMPL_power_density_nw_per_um2=132
export IMPL_ios=18
export IMPL_core_um2=3970
export IMPL_ys_cells=118
export IMPL_diodes=0
export IMPL_grt_pass1_wl_um=4930
export IMPL_tightestPinTransition_ps=571
export IMPL_post_route_period_util=1.12
export IMPL_viasPerCell=4.74
export IMPL_ff_count=0
export IMPL_cp_max_fo=4
export IMPL_topCellsByArea="ha_1, fa_1, a21o_1"
export IMPL_maxCapViolations=0
export IMPL_final_core_util=0.428
export IMPL_setup_slack_ps=-591
export IMPL_antenna_found_initial=0
export IMPL_timing_fmax_ghz=0.182
export IMPL_rows=23
export IMPL_regArea_um2=0
export IMPL_area_delta_synth_final_pct=75.0
export IMPL_dr_pass1_iters=4
export IMPL_wl_per_cell_um=12.8
export IMPL_crit_family="AND-OR/OR-AND gates"
export IMPL_drive_above_1_share=0.491
export IMPL_hp_class="in2out"
export IMPL_gp_congestion=0.833
export IMPL_fp_dieW_um=84
export IMPL_p_leak_nw=0.785
export IMPL_drc=0
export IMPL_path_buffers=4
export IMPL_numPortBuffers=18
export IMPL_drt_initial_drc_count=30
export IMPL_ys_seq_frac=0
export IMPL_grt_pass1_vias=1070
export IMPL_setup_viol=5
export IMPL_nClkBuffers=0
export IMPL_cp_common_cell="ha_4"
export IMPL_fp_util=0.244
export IMPL_maxSlewViolCount=0
export IMPL_cp_arrival_ps=4510
export IMPL_required_ps=3920
export IMPL_num_vias=1047
export IMPL_hpwlAfterDp_um=2190
export IMPL_critPathLaunchType="input pin"
export IMPL_max_slew_margin=0.617
export IMPL_slowest_delay_ps=370
export IMPL_synth_largest_area_cell="ha_1"
export IMPL_ys_warn_count=1
export IMPL_cp_end_kind="output pin"
export IMPL_antenna_left=0
export IMPL_avgSynthCellArea_um2=8.23
export IMPL_grt_max_degree=10
export IMPL_most_common_cell="ha_1"
export IMPL_hold_buffers=0
export IMPL_worstPathCellList="buf_8 -> and2_4 -> ha_4 -> fa_2 -> xor2_2 -> mux2i_2 -> inv_1 -> ha_4 -> a211oi_4 -> a2111oi_4 -> a211oi_2 -> xnor2_1 -> a21oi_1 -> ha_2 -> buf_6 -> a41o_1 -> o31a_1 -> o21ba_1 -> buf_2"
export IMPL_critical_path_class="in2out"
export IMPL_gr_total_overflow=0
export IMPL_warnings=39
export IMPL_hold_viol=0
export IMPL_ys_area_um2=971
export IMPL_critPathSlowestCell="fa_2"
export IMPL_synth_area_um2=971
export IMPL_syn_inst=118
export IMPL_common_cells="ha_1, inv_1, nor2_1"
export IMPL_chipArea_um2=7060
export IMPL_fin_crit_ps=5490
export IMPL_hold_path_depth=6
export IMPL_globalRouteTotalUtil=0.0778
export IMPL_rsz0062_at_grt="yes"
export IMPL_worst_hold_path_endpoint="out[4]"
export IMPL_yosysTopAreaCellShare=0.232
export IMPL_die_y_um=84
export IMPL_fillers=355
export IMPL_synth_distinct_cells=40
[routing by layer]
metal  vias up  global-route usage  wire (um)
met5         -                   0          0
met4         0             0.00152         18
met3         2             0.00886        141
met2        17               0.123       1290
met1       491               0.116       1370
li1        537                   -          -
[what timing repair did]
action	in CTS	in global routing
setup buffers	10	2
pin swaps	24	19
resized	56	15
endpoints found under the hold margin	0	0
endpoints found under the setup margin	5	5
[area by class of cell]
class | instances | area, um^2 | share of cell area
Tap cell | 50 | 62.6 | 0.0368
Timing Repair Buffer | 56 | 467 | 0.275
Inverter | 13 | 51.3 | 0.0302
Multi-Input combinational cell | 102 | 1120 | 0.658
[where the power goes]
part	switching [W]	total, W	leakage (nW)	internal (W)
clock network	0	0	0	0
registers	0	0	0	0
logic	0.0000943	0.000225	0.785	0.000130
total	0.0000943	0.000225	0.785	0.000130
[logic make-up after synthesis]
logic type	after synthesis	synth area share
AND/OR/NAND/NOR	30	0.151
multiplexers	11	0.152
AND-OR/OR-AND	31	0.231
adder cells (fa/ha/maj)	23	0.335
buffers and inverters	16	0.0683
XOR/XNOR	7	0.0631
[through the flow]
stage               power [W]  instances  setup slack [ps]  cell area (um^2)  hold WS [ps]
detailed placement   0.000173        210             -1420              1440          3080
global placement     0.000172        210             -1370              1440          3090
finish               0.000225        221              -591              1700          2700
CTS                  0.000205        219              -633              1590          2720
global route         0.000247        221              -741              1700          2770
floorplan           0.0000960        118              -332              1010          2090
[cells in the final DEF (no fill, tap or decap), types with 3 or more instances in the layout]
cell,n
buf_4,31
mux2i_1,3
buf_2,6
ha_1,12
clkdlybuf4s50_1,8
inv_2,5
a21oi_1,5
nand3_1,4
nor2_1,8
nand2_1,6
buf_6,7
xnor2_1,4
a2111oi_4,3
and2_4,3
fa_2,3
a21o_1,6
ha_4,4
inv_1,7
[how the worst max path moves through the flow]
stage	from	to	slack, ps	cells after the start
CTS	b[0]	out[6]	-630	19
global route	b[0]	out[6]	-740	19
finish	b[0]	out[6]	-590	19
Power figures rest on the tool's default switching activity, not on a simulated workload.
